==> flow/config.mk <==
export PLATFORM = sky130hd
export DESIGN_NAME = reflex_core
export DESIGN_NICKNAME = reflex_core
export VERILOG_FILES = /design/flow/design.v
export SDC_FILE = /design/flow/constraint.sdc
export NUM_CORES = 4
export LEC_CHECK = 1
export CORE_UTILIZATION = 30
==> flow/constraint.sdc <==
current_design reflex_core

set clk_period 8.6
set clk_io_pct 0.2

create_clock -name clk0 -period $clk_period [get_ports {clk}]

set non_clock_inputs [all_inputs -no_clocks]
set_input_delay [expr $clk_period * $clk_io_pct] -clock clk0 $non_clock_inputs
set_output_delay [expr $clk_period * $clk_io_pct] -clock clk0 [all_outputs]
==> flow/design.v <==
module reflex_core (
    input wire clk,                   
    input wire rst_n,                 
    input wire signed [15:0] z_pos,   
    input wire signed [15:0] z_vel,   
    input wire signed [15:0] kp_gain,
    input wire signed [15:0] kd_gain,
    input wire signed [15:0] vel_threshold,  
    output reg signed [15:0] u_out,   
    output reg guardian_active        
);
    reg signed [31:0] p_term;
    reg signed [31:0] d_term;
    reg signed [31:0] raw_sum;
    localparam signed [15:0] MAX_OUT = 16'd2000;   
    localparam signed [15:0] MIN_OUT = -16'd2000;  
    always @(posedge clk or negedge rst_n) begin
        if (!rst_n) begin
            u_out <= 16'd0;
            guardian_active <= 1'b0;
            p_term <= 32'd0;
            d_term <= 32'd0;
        end else begin
            if (($signed(z_vel) > $signed(vel_threshold)) || 
                ($signed(z_vel) < -$signed(vel_threshold))) begin
                guardian_active <= 1'b1;
                d_term <= z_vel * (kd_gain <<< 1); 
            end else begin
                guardian_active <= 1'b0;
                d_term <= z_vel * kd_gain;
            end
            p_term <= z_pos * kp_gain;  
            raw_sum = -(p_term + d_term); 
            if (raw_sum > MAX_OUT) 
                u_out <= MAX_OUT;
            else if (raw_sum < MIN_OUT) 
                u_out <= MIN_OUT;
            else
                u_out <= raw_sum[15:0];  
        end
    end
endmodule
==> flow/run.sh <==
#!/bin/bash
# OpenROAD 26Q1-2900-gdf79404cd8, Yosys 0.63+post, stock flow scripts
make -C /OpenROAD-flow-scripts/flow DESIGN_CONFIG=/design/flow/config.mk WORK_HOME=/design/flow/orfs finish
==> results.yml <==
# flow metrics
run_status:
  outcome: "finished clean"
routing:
  router_iterations_before_antenna_repair: 7
  antennaDiodeCount: 0
  detailedRoute.firstIterationViolations: 817
  vias: 18800
  drc_errors: 0
  wirelength_um: 56400
  drtAntennaViolNets: 0
  viasPerCell: 4.53
  wl_per_cell_um: 13.6
cts:
  clk-insertion-delay-late_ps: 360
  cts.clk_slew.worst_paths_ps: 70
  clk_tree_root_cell: "sky130_fd_sc_hd__clkbuf_16"
  number_of_setup_buffers_added_after_cts: 0
  cts_tree: "built"
  max_clock_buf_depth: 2
  clk_sink_count: 81
  cts-buffers-inserted: 9
  cts.repair.resized: 0
  h_tree_depth_reported_by_cts: 3
  cts.hold.buffers_added: 0
synthesis:
  synth_area_per_cell_um2: 9.02
  ys_seq_elements: 81
  synthesis.instances: 2869
  synth_seq_share_pct: 7.83
  postSynth.asyncResetShare_pct: 100
  edf_count: 0
  synth_cell_type_count: 79
  post_synth_instance_area_um2: 25900
  synth_warnings: 1
  cell_count_listed_in_synth_stat_txt: 2869
  dominantRegCellSynth: "sky130_fd_sc_hd__dfrtp_1"
  yosys-stat-area_um2: 25900
setup_path:
  r2r.worst_path.cells: 15
  critPathKind: "primary input to flop"
  reg2reg_from: "p_term[1]"
  critPathCaptureType: "flop"
  nature_of_the_critical_path_startpoint: "primary input"
  critPathMaxFanout: 13
  reg2reg_slack_ps: 3750
  worst_ep_required_time_ps: 8850
  r2r-end: "u_out[4]"
  data_arrival_time_of_the_critical_path_ps: 8340
die:
  total_die_size_um2: 87400
  row_count: 107
  boundaryPins: 99
  height_of_the_chip_um: 296
  die.size.x_um: 296
  core-area_um2: 85300
  floorplanUtilization_pct: 30.3
run:
  stage_log_warnings: 25
  max_cap_violations: 0
sta:
  setup_tns_ps: 0
  report.final.setup_viol: 0
  time_the_final_worst_path_needs_with_i_o_delays_and_setup_ps: 8090
  final.period_utilization_pct: 94.1
  hold_viol_final: 0
  clock_skew_ps: 8.64
  max_freq_mhz: 124
  tightestPinTransition_ps: 702
  final_tally_of_max_slew_violations: 0
  finalHoldWorstSlack_ps: 789
  relSlewSlack_pct: 52.7
  rsz0062_at_grt: "false"
min_path:
  worst_hold_startpoint: "d_term[0]"
  hold_depth: 3
  timing.hold.worst_endpoint: "u_out[0]"
  worst_hold_path_type: "flop to flop"
grt:
  via_count_of_the_first_global_routing_pass: 19700
  grt_overflow: 0
  number_of_antenna_violations_at_the_first_check_in_global_routing: 0
  grt_pass1_wl_um: 98300
  grtUsageTotal_pct: 14.6
  grt_max_degree: 49
placement:
  port-buffer-count: 98
  gp_routability_congestion: 0.927
  detailedPlacementHpwl_um: 49400
layout:
  fillerInstances: 8683
  area_delta_synth_final_pct: 12.6
  drive_gt1_share_pct: 5.29
-- cell usage in the layout, fill, tap and decap left out, types with 25 or more instances in the layout --
master	Yosys	routed
sky130_fd_sc_hd__inv_1	698	698
sky130_fd_sc_hd__fa_1	525	525
sky130_fd_sc_hd__nand2_1	321	321
sky130_fd_sc_hd__ha_1	257	257
sky130_fd_sc_hd__and2_1	236	236
sky130_fd_sc_hd__buf_4	0	101
sky130_fd_sc_hd__clkdlybuf4s50_1	0	97
sky130_fd_sc_hd__nor2_1	87	87
sky130_fd_sc_hd__dfrtp_1	81	81
sky130_fd_sc_hd__xnor2_1	76	76
sky130_fd_sc_hd__a21oi_1	74	74
sky130_fd_sc_hd__o21ai_0	56	56
sky130_fd_sc_hd__a21o_1	37	37
sky130_fd_sc_hd__nor3_1	25	25
sky130_fd_sc_hd__nand2b_1	25	25
sky130_fd_sc_hd__xor2_1	25	25
-- worst max path at each step --
stage	start	endpoint	slack, ps	cells past startpoint
final	z_vel[7]	d_term[31]	510	25
after CTS	z_vel[8]	d_term[30]	530	23
after global routing	z_vel[5]	d_term[24]	160	25
-- through the flow --
stage | setup WS, ps | instances | cell area (um2) | utilization (%)
final | 506 | 4150 | 29100 | 34.2
after global routing | 161 | 4150 | 29100 | 34.2
after floorplan | 886 | 2869 | 25900 | -
after CTS | 531 | 4150 | 29100 | 34.2
after global placement | 199 | 4134 | 28800 | 33.8
after detailed placement | 154 | 4134 | 28800 | 33.8
-- area by class of cell --
class | instances | area (um2) | area share, %
sequential | 81 | 2030 | 6.96
inverter | 699 | 2620 | 9.00
tap | 1144 | 1430 | 4.91
clock buffer | 9 | 225 | 0.773
timing repair buffer | 202 | 1810 | 6.21
multi-input combinational | 2008 | 20900 | 71.8
clock inverter | 7 | 105 | 0.361
-- synth_stat cells (6+ instances only) --
| library cell | instances | area, um2 |
|---|---|---|
| sky130_fd_sc_hd__a211oi_1 | 12 | 90.1 |
| sky130_fd_sc_hd__a21o_1 | 37 | 278 |
| sky130_fd_sc_hd__a21oi_1 | 74 | 370 |
| sky130_fd_sc_hd__and2_1 | 236 | 1480 |
| sky130_fd_sc_hd__and3_1 | 10 | 62.6 |
| sky130_fd_sc_hd__clkbuf_1 | 74 | 278 |
| sky130_fd_sc_hd__dfrtp_1 | 81 | 2030 |
| sky130_fd_sc_hd__fa_1 | 525 | 10500 |
| sky130_fd_sc_hd__ha_1 | 257 | 3220 |
| sky130_fd_sc_hd__inv_1 | 698 | 2620 |
| sky130_fd_sc_hd__mux2_2 | 12 | 135 |
| sky130_fd_sc_hd__mux2i_1 | 6 | 60.1 |
| sky130_fd_sc_hd__nand2_1 | 321 | 1200 |
| sky130_fd_sc_hd__nand2b_1 | 25 | 156 |
| sky130_fd_sc_hd__nand3_1 | 23 | 115 |
| sky130_fd_sc_hd__nand4_1 | 15 | 93.8 |
| sky130_fd_sc_hd__nor2_1 | 87 | 327 |
| sky130_fd_sc_hd__nor2b_1 | 6 | 37.5 |
| sky130_fd_sc_hd__nor3_1 | 25 | 125 |
| sky130_fd_sc_hd__nor4_1 | 8 | 50.1 |
| sky130_fd_sc_hd__o211ai_1 | 14 | 105 |
| sky130_fd_sc_hd__o21a_1 | 23 | 173 |
| sky130_fd_sc_hd__o21ai_0 | 56 | 280 |
| sky130_fd_sc_hd__o21ai_1 | 10 | 50.1 |
| sky130_fd_sc_hd__o21bai_1 | 12 | 90.1 |
| sky130_fd_sc_hd__o31ai_1 | 10 | 75.1 |
| sky130_fd_sc_hd__xnor2_1 | 76 | 666 |
| sky130_fd_sc_hd__xor2_1 | 25 | 219 |
-- sequential cells by signal, indices dropped and copies added (netlist names) --
| signal | count |
|---|---|
| u_out | 16 |
| p_term | 32 |
| d_term | 32 |
| guardian_active | 1 |
-- worst max-delay path, cell delays in order --
cell and delay, ps:
sky130_fd_sc_hd__clkdlybuf4s50_1 560, sky130_fd_sc_hd__buf_12 230, sky130_fd_sc_hd__and2_1 180, sky130_fd_sc_hd__fa_1 540, sky130_fd_sc_hd__inv_1 60, sky130_fd_sc_hd__fa_1 500, sky130_fd_sc_hd__fa_1 510, sky130_fd_sc_hd__inv_1 50
sky130_fd_sc_hd__fa_1 460, sky130_fd_sc_hd__fa_1 550, sky130_fd_sc_hd__inv_1 50, sky130_fd_sc_hd__fa_1 520, sky130_fd_sc_hd__inv_1 40, sky130_fd_sc_hd__ha_1 340, sky130_fd_sc_hd__nand4_1 100, sky130_fd_sc_hd__nor2_1 170
sky130_fd_sc_hd__nand3_1 130, sky130_fd_sc_hd__a21oi_1 320, sky130_fd_sc_hd__o211ai_1 250, sky130_fd_sc_hd__a311oi_1 280, sky130_fd_sc_hd__buf_4 170, sky130_fd_sc_hd__a41oi_1 150, sky130_fd_sc_hd__mux2i_1 160, sky130_fd_sc_hd__o221ai_1 120
sky130_fd_sc_hd__and3_1 160
-- routing by layer --
metal / track usage [%] / wire length, um / part of all wire [%]
met5: 0 / 0 / 0
met4: 1.23 / 530 / 0.94
met3: 2.86 / 2650 / 4.7
met2: 24.6 / 28300 / 50
met1: 20.7 / 24900 / 44
-- kinds of logic after synthesis --
kind of cell,synth area share (%)
AOI/OAI and AO/OA,8.41
buffers and inverters,11.3
muxes,0.754
and+or+nand+nor,15.0
xor gates and xnor gates,3.61
DFF,7.83
adders and majority gates,53.0
